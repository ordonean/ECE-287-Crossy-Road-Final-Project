[design/flow/design.v]
module still_obstacles #(
									parameter GRID_WIDTH = 16,			 
									parameter GRID_HEIGHT = 12)		 
									(input clk, 
									input rst, 
									input [3:0] blocked_x, 				 
									input [3:0] blocked_y,  			 
									output reg is_obstacles); 					 
reg obstacles_grid[0:GRID_WIDTH - 1][0:GRID_HEIGHT - 1];		 
always @ (*)
begin 
	if(obstacles_grid[blocked_x][blocked_y] == 1'b1)	
		is_obstacles = 1'b1; 
	else 
		is_obstacles = 1'b0;
end 
always @ (posedge clk or negedge rst) 
begin 
	if(rst == 1'b0)
	begin 
		obstacles_grid[0][0] <= 1'b0;
		obstacles_grid[0][1] <= 1'b0;
		obstacles_grid[0][2] <= 1'b0;
		obstacles_grid[0][3] <= 1'b0;
		obstacles_grid[0][4] <= 1'b0;
		obstacles_grid[0][5] <= 1'b0;
		obstacles_grid[0][6] <= 1'b0;
		obstacles_grid[0][7] <= 1'b0;
		obstacles_grid[0][8] <= 1'b0;
		obstacles_grid[0][9] <= 1'b0;
		obstacles_grid[0][10] <= 1'b0;
		obstacles_grid[0][11] <= 1'b0;
		obstacles_grid[1][0] <= 1'b0;
		obstacles_grid[1][1] <= 1'b0;
		obstacles_grid[1][2] <= 1'b0;
		obstacles_grid[1][3] <= 1'b0;
		obstacles_grid[1][4] <= 1'b0;
		obstacles_grid[1][5] <= 1'b0;
		obstacles_grid[1][6] <= 1'b0;
		obstacles_grid[1][7] <= 1'b0;
		obstacles_grid[1][8] <= 1'b0;
		obstacles_grid[1][9] <= 1'b0;
		obstacles_grid[1][10] <= 1'b0;
		obstacles_grid[1][11] <= 1'b0;
		obstacles_grid[2][0] <= 1'b0;
		obstacles_grid[2][1] <= 1'b0;
		obstacles_grid[2][2] <= 1'b0;
		obstacles_grid[2][3] <= 1'b0;
		obstacles_grid[2][4] <= 1'b0;
		obstacles_grid[2][5] <= 1'b0;
		obstacles_grid[2][6] <= 1'b0;
		obstacles_grid[2][7] <= 1'b0;
		obstacles_grid[2][8] <= 1'b0;
		obstacles_grid[2][9] <= 1'b0;
		obstacles_grid[2][10] <= 1'b0;
		obstacles_grid[2][11] <= 1'b0;
		obstacles_grid[3][0] <= 1'b0;
		obstacles_grid[3][1] <= 1'b0;
		obstacles_grid[3][2] <= 1'b0;
		obstacles_grid[3][3] <= 1'b0;
		obstacles_grid[3][4] <= 1'b0;
		obstacles_grid[3][5] <= 1'b0;
		obstacles_grid[3][6] <= 1'b0;
		obstacles_grid[3][7] <= 1'b0;
		obstacles_grid[3][8] <= 1'b0;
		obstacles_grid[3][9] <= 1'b0;
		obstacles_grid[3][10] <= 1'b0;
		obstacles_grid[3][11] <= 1'b0;
		obstacles_grid[4][0] <= 1'b0;
		obstacles_grid[4][1] <= 1'b0;
		obstacles_grid[4][2] <= 1'b0;
		obstacles_grid[4][3] <= 1'b0;
		obstacles_grid[4][4] <= 1'b0;
		obstacles_grid[4][5] <= 1'b0;
		obstacles_grid[4][6] <= 1'b0;
		obstacles_grid[4][7] <= 1'b0;
		obstacles_grid[4][8] <= 1'b0;
		obstacles_grid[4][9] <= 1'b0;
		obstacles_grid[4][10] <= 1'b0;
		obstacles_grid[4][11] <= 1'b0;
		obstacles_grid[5][0] <= 1'b0;
		obstacles_grid[5][1] <= 1'b0;
		obstacles_grid[5][2] <= 1'b0;
		obstacles_grid[5][3] <= 1'b0;
		obstacles_grid[5][4] <= 1'b0;
		obstacles_grid[5][5] <= 1'b0;
		obstacles_grid[5][6] <= 1'b0;
		obstacles_grid[5][7] <= 1'b0;
		obstacles_grid[5][8] <= 1'b0;
		obstacles_grid[5][9] <= 1'b0;
		obstacles_grid[5][10] <= 1'b0;
		obstacles_grid[5][11] <= 1'b0;
		obstacles_grid[6][0] <= 1'b0;
		obstacles_grid[6][1] <= 1'b0;
		obstacles_grid[6][2] <= 1'b0;
		obstacles_grid[6][3] <= 1'b0;
		obstacles_grid[6][4] <= 1'b0;
		obstacles_grid[6][5] <= 1'b0;
		obstacles_grid[6][6] <= 1'b0;
		obstacles_grid[6][7] <= 1'b0;
		obstacles_grid[6][8] <= 1'b0;
		obstacles_grid[6][9] <= 1'b0;
		obstacles_grid[6][10] <= 1'b0;
		obstacles_grid[6][11] <= 1'b0;
		obstacles_grid[7][0] <= 1'b0;
		obstacles_grid[7][1] <= 1'b0;
		obstacles_grid[7][2] <= 1'b0;
		obstacles_grid[7][3] <= 1'b0;
		obstacles_grid[7][4] <= 1'b0;
		obstacles_grid[7][5] <= 1'b0;
		obstacles_grid[7][6] <= 1'b0;
		obstacles_grid[7][7] <= 1'b0;
		obstacles_grid[7][8] <= 1'b0;
		obstacles_grid[7][9] <= 1'b0;
		obstacles_grid[7][10] <= 1'b0;
		obstacles_grid[7][11] <= 1'b0;
		obstacles_grid[8][0] <= 1'b0;
		obstacles_grid[8][1] <= 1'b0;
		obstacles_grid[8][2] <= 1'b0;
		obstacles_grid[8][3] <= 1'b0;
		obstacles_grid[8][4] <= 1'b0;
		obstacles_grid[8][5] <= 1'b0;
		obstacles_grid[8][6] <= 1'b0;
		obstacles_grid[8][7] <= 1'b0;
		obstacles_grid[8][8] <= 1'b0;
		obstacles_grid[8][9] <= 1'b0;
		obstacles_grid[8][10] <= 1'b0;
		obstacles_grid[8][11] <= 1'b0;
		obstacles_grid[9][0] <= 1'b0;
		obstacles_grid[9][1] <= 1'b0;
		obstacles_grid[9][2] <= 1'b0;
		obstacles_grid[9][3] <= 1'b0;
		obstacles_grid[9][4] <= 1'b0;
		obstacles_grid[9][5] <= 1'b0;
		obstacles_grid[9][6] <= 1'b0;
		obstacles_grid[9][7] <= 1'b0;
		obstacles_grid[9][8] <= 1'b0;
		obstacles_grid[9][9] <= 1'b0;
		obstacles_grid[9][10] <= 1'b0;
		obstacles_grid[9][11] <= 1'b0;
		obstacles_grid[10][0] <= 1'b0;
		obstacles_grid[10][1] <= 1'b0;
		obstacles_grid[10][2] <= 1'b0;
		obstacles_grid[10][3] <= 1'b0;
		obstacles_grid[10][4] <= 1'b0;
		obstacles_grid[10][5] <= 1'b0;
		obstacles_grid[10][6] <= 1'b0;
		obstacles_grid[10][7] <= 1'b0;
		obstacles_grid[10][8] <= 1'b0;
		obstacles_grid[10][9] <= 1'b0;
		obstacles_grid[10][10] <= 1'b0;
		obstacles_grid[10][11] <= 1'b0;
		obstacles_grid[11][0] <= 1'b0;
		obstacles_grid[11][1] <= 1'b0;
		obstacles_grid[11][2] <= 1'b0;
		obstacles_grid[11][3] <= 1'b0;
		obstacles_grid[11][4] <= 1'b0;
		obstacles_grid[11][5] <= 1'b0;
		obstacles_grid[11][6] <= 1'b0;
		obstacles_grid[11][7] <= 1'b0;
		obstacles_grid[11][8] <= 1'b0;
		obstacles_grid[11][9] <= 1'b0;
		obstacles_grid[11][10] <= 1'b0;
		obstacles_grid[11][11] <= 1'b0;
		obstacles_grid[12][0] <= 1'b0;
		obstacles_grid[12][1] <= 1'b0;
		obstacles_grid[12][2] <= 1'b0;
		obstacles_grid[12][3] <= 1'b0;
		obstacles_grid[12][4] <= 1'b0;
		obstacles_grid[12][5] <= 1'b0;
		obstacles_grid[12][6] <= 1'b0;
		obstacles_grid[12][7] <= 1'b0;
		obstacles_grid[12][8] <= 1'b0;
		obstacles_grid[12][9] <= 1'b0;
		obstacles_grid[12][10] <= 1'b0;
		obstacles_grid[12][11] <= 1'b0;
		obstacles_grid[13][0] <= 1'b0;
		obstacles_grid[13][1] <= 1'b0;
		obstacles_grid[13][2] <= 1'b0;
		obstacles_grid[13][3] <= 1'b0;
		obstacles_grid[13][4] <= 1'b0;
		obstacles_grid[13][5] <= 1'b0;
		obstacles_grid[13][6] <= 1'b0;
		obstacles_grid[13][7] <= 1'b0;
		obstacles_grid[13][8] <= 1'b0;
		obstacles_grid[13][9] <= 1'b0;
		obstacles_grid[13][10] <= 1'b0;
		obstacles_grid[13][11] <= 1'b0;
		obstacles_grid[14][0] <= 1'b0;
		obstacles_grid[14][1] <= 1'b0;
		obstacles_grid[14][2] <= 1'b0;
		obstacles_grid[14][3] <= 1'b0;
		obstacles_grid[14][4] <= 1'b0;
		obstacles_grid[14][5] <= 1'b0;
		obstacles_grid[14][6] <= 1'b0;
		obstacles_grid[14][7] <= 1'b0;
		obstacles_grid[14][8] <= 1'b0;
		obstacles_grid[14][9] <= 1'b0;
		obstacles_grid[14][10] <= 1'b0;
		obstacles_grid[14][11] <= 1'b0;
		obstacles_grid[15][0] <= 1'b0;
		obstacles_grid[15][1] <= 1'b0;
		obstacles_grid[15][2] <= 1'b0;
		obstacles_grid[15][3] <= 1'b0;
		obstacles_grid[15][4] <= 1'b0;
		obstacles_grid[15][5] <= 1'b0;
		obstacles_grid[15][6] <= 1'b0;
		obstacles_grid[15][7] <= 1'b0;
		obstacles_grid[15][8] <= 1'b0;
		obstacles_grid[15][9] <= 1'b0;
		obstacles_grid[15][10] <= 1'b0;
		obstacles_grid[15][11] <= 1'b0;
	end
	else begin 
		obstacles_grid[0][1] <= 1'b1; 
		obstacles_grid[1][1] <= 1'b1; 
		obstacles_grid[3][1] <= 1'b1; 
		obstacles_grid[4][1] <= 1'b1; 
		obstacles_grid[6][1] <= 1'b1; 
		obstacles_grid[8][1] <= 1'b1; 
		obstacles_grid[10][1] <= 1'b1; 
		obstacles_grid[12][1] <= 1'b1; 
		obstacles_grid[13][1] <= 1'b1;
		obstacles_grid[15][1] <= 1'b1; 
		obstacles_grid[1][5] <= 1'b1; 
		obstacles_grid[2][5] <= 1'b1; 
		obstacles_grid[3][5] <= 1'b1;
		obstacles_grid[4][5] <= 1'b1; 
		obstacles_grid[1][7] <= 1'b1; 
		obstacles_grid[2][7] <= 1'b1; 
		obstacles_grid[3][7] <= 1'b1;
		obstacles_grid[4][7] <= 1'b1; 
		obstacles_grid[11][5] <= 1'b1; 
		obstacles_grid[12][5] <= 1'b1;
		obstacles_grid[13][5] <= 1'b1; 
		obstacles_grid[14][5] <= 1'b1; 
		obstacles_grid[11][7] <= 1'b1; 
		obstacles_grid[12][7] <= 1'b1; 
		obstacles_grid[13][7] <= 1'b1;
		obstacles_grid[14][7] <= 1'b1; 
		obstacles_grid[0][5] <= 1'b1; 
		obstacles_grid[15][5] <= 1'b1;
		obstacles_grid[0][7] <= 1'b1; 
		obstacles_grid[15][7] <= 1'b1; 
	end  
end 
endmodule 									
[design/flow/run.sh]
#!/bin/bash
# OpenROAD 26Q1-2900-gdf79404cd8, Yosys 0.63+post, stock flow scripts
make -C /OpenROAD-flow-scripts/flow DESIGN_CONFIG=/design/flow/config.mk WORK_HOME=/design/flow/orfs finish
[design/flow/config.mk]
export PLATFORM = sky130hd
export DESIGN_NAME = still_obstacles
export DESIGN_NICKNAME = still_obstacles
export VERILOG_FILES = /design/flow/design.v
export SDC_FILE = /design/flow/constraint.sdc
export NUM_CORES = 4
export LEC_CHECK = 1
export CORE_AREA = 10 10 77 77
export DIE_AREA = 0 0 87 87
[design/flow/constraint.sdc]
current_design still_obstacles

set clk_period 3.9
set clk_io_pct 0.2

create_clock -name clk0 -period $clk_period [get_ports {clk}]

set non_clock_inputs [all_inputs -no_clocks]
set_input_delay [expr $clk_period * $clk_io_pct] -clock clk0 $non_clock_inputs
set_output_delay [expr $clk_period * $clk_io_pct] -clock clk0 [all_outputs]
==> flow_metrics.py <==
# Generated from Yosys and OpenROAD reports
metrics = {
    "outcome": {
        "status": "complete, no violations",
    },
    "setup_path": {
        "critical_path_arrival_ps": 3050,
        "startpoint_type": "input pin",
        "endpoint_kind": "output pin",
        "crit_fanout": 5,
        "worstSetupStartpoint": "blocked_x[1]",
        "crit_end": "is_obstacles",
        "slowest_delay_ps": 630,
        "cp.required_ps": 3120,
        "path_cells": "buf_2 > buf_4 > fa_2 > or2b_4 > or4_4 > a32o_1 > and4_1 > buf_2",
        "cpMaxStageDelayCell": "fa_2",
        "crit_top_cell": "buf_2",
        "crit_type": "input pin to output pin",
    },
    "detailed_routing": {
        "post-route-drc-count": 0,
        "via_per_inst": 4.23,
        "antenna_cells_inserted": 0,
        "wl_met3_um": 52,
        "dr.pass1.iters": 4,
        "dr_total_vias": 690,
        "first_iter_violations": 42,
        "drt_wl_total_mm": 1.72,
        "wl_met1_um": 780,
        "wl_per_cell_um": 10.5,
        "wl_met2_um": 882,
        "ant_nets": 0,
        "top_layer_used": "met3",
    },
    "final_timing": {
        "fin_setup_tns_ps": 0,
        "period_needed_ps": 3830,
        "period_used_share": 0.982,
        "final_max_slew_viol_count": 0,
        "whs_ps": 938,
        "fmax_ghz": 0.261,
        "setup_viol": 0,
        "hold_violations": 0,
    },
    "synth": {
        "ys_ff": 1,
        "ys_seq_share": 0.0428,
        "avgSynthCellArea_um2": 7.90,
        "area_leaders": "ha_1, fa_1, a21oi_1, xnor2_1, a31oi_1",
        "yosysTopAreaCell": "ha_1",
        "yosys_cells": 74,
        "syn-cell-area_um2": 584,
        "yosys_area_um2": 584,
        "synthFlopType": "dfrtp_1",
        "top_cell_area_share": 0.150,
        "ys_types": 38,
        "ys.warnings.count": 2,
        "ys_async_sr_fraction": 1.00,
        "syn_inst": 74,
        "edf_count": 0,
    },
    "layout": {
        "largest_register": "obstacles_grid",
        "largest_reg_flops": 1,
        "syn2layout_area_growth_pct": 77.1,
        "final_util": 0.238,
        "reg_top3": "obstacles_grid: 1 flops",
        "drive_above_1_share": 0.486,
    },
    "placement": {
        "numPortBuffers": 10,
        "dp_hpwl_mm": 1.34,
        "gp_congestion": 0.839,
    },
    "worst_hold_path": {
        "holdCritPathClass": "input pin to asynchronous set/reset pin",
    },
    "flow_run": {
        "cap_violations": 0,
        "tool_warnings": 30,
    },
    "global_routing": {
        "grt_pass1_vias": 688,
        "grt_max_degree": 8,
        "antenna_found_initial": 0,
        "grt_usage": 0.0444,
        "grt_pass1_wl_mm": 2.93,
        "grt-ovfl-total": 0,
    },
    "floorplanning": {
        "die_x_um": 87,
        "fp_util": 0.134,
        "die_area_um2": 7570,
        "num_rows": 24,
        "io_pins": 11,
        "coreArea_um2": 4350,
        "die_h_um": 87,
    },
    "power_and_ir_drop": {
        "p_leak_nw": 0.420,
        "finalPower_w": 0.000224,
        "vdd_drop_max_mv": 0.0513,
        "powerDensity_nw_per_um2": 217,
    },
    "clock_network": {
        "clk_pin_slew_worst_paths_ps": 0,
    },
}
what timing repair did:
item | CTS | global route
pin swaps | 10 | 7
resized | 25 | 14
setup endpoints to repair | 1 | 1
hold buffers | 0 | 0
buffers inserted | 3 | 4
per-layer routing:
layer	up-vias	global-route usage
met2	9	0.0799
met5	-	0
met3	0	0.00377
met4	0	0
li1	364	-
met1	317	0.0593
cell usage in the layout, fill, tap and decap left out, types with 2 or more instances in the layout:
cell / instances
buf_4: 27
a21oi_1: 6
nand3_1: 4
a31oi_1: 4
ha_1: 4
clkdlybuf4s50_1: 4
inv_1: 3
nor2_1: 3
nand2_1: 3
nand2b_1: 3
xnor2_1: 3
buf_2: 3
inv_2: 2
nor3_2: 2
a21o_1: 2
o221ai_1: 2
fa_2: 2
ha_4: 2
dlygate4sd2_1: 2
where the power goes:
part           internal, W  switching (W)  leakage [nW]
Clock                    0              0             0
Combinational     0.000111       0.000102         0.409
Sequential       0.0000111    0.000000120        0.0117
synth_stat cells (2+ instances only):
cell       number
a21oi_1         7
a2111oi_0       2
inv_1           4
o221ai_1        2
a21o_1          2
fa_1            2
nand2_1         3
a31oi_1         4
nor2_1          3
nand2b_1        3
nand3_1         4
xnor2_1         4
nor3_1          2
ha_1            7
o21ai_0         2
kinds of logic (layout without fill, tap and decap cells):
family	Yosys count	in the layout	synth area share
muxes	1	1	0.0193
buffers and inverters	5	42	0.0321
xor gates and xnor gates	6	6	0.103
adders and majority gates	9	9	0.218
AOI/OAI and AO/OA	27	27	0.323
DFF	1	1	0.0428
other	1	1	0.00642
and+or+nand+nor	24	24	0.255
worst min-delay path by stage:
stage	startpoint	endpoint	slack (ps)	depth (start not counted)
CTS	rst	obstacles_grid[161]	950	1
global route	rst	obstacles_grid[161]	950	1
finish	rst	obstacles_grid[161]	940	1
metrics by stage:
step	instances	area, um^2	setup slack (ps)
after global placement	156	900	-694
after CTS	159	937	54.3
after detailed placement	156	900	-694
final	163	1030	71.9
after global routing	163	1030	-1.20
after floorplan	74	584	298
final cells by class:
| class | count | area, um^2 |
|---|---|---|
| Inverter | 5 | 18.8 |
| Timing Repair Buffer | 37 | 280 |
| Tap cell | 52 | 65.1 |
| Fill cell | 449 | 3320 |
| Multi-Input combinational cell | 68 | 646 |
| Sequential cell | 1 | 25.0 |
worst max-delay path: cells and delay by family:
kind	cells	cell delay [ps]
AND-OR/OR-AND	1	230
adder cells (fa/ha/maj)	1	630
buffers and inverters	3	370
AND/OR/NAND/NOR	3	1040
Power figures rest on the tool's default switching activity, not on a simulated workload.
