## flow/config.mk

```make
export PLATFORM = sky130hd
export DESIGN_NAME = moving_obstacles
export DESIGN_NICKNAME = moving_obstacles
export VERILOG_FILES = /design/flow/design.v
export SDC_FILE = /design/flow/constraint.sdc
export NUM_CORES = 4
export LEC_CHECK = 1
export CORE_AREA = 10 10 109 109
export DIE_AREA = 0 0 119 119
```

## flow/constraint.sdc

```tcl
current_design moving_obstacles

set clk_period 6.6
set clk_io_pct 0.2

create_clock -name clk0 -period $clk_period [get_ports {clk}]

set non_clock_inputs [all_inputs -no_clocks]
set_input_delay [expr $clk_period * $clk_io_pct] -clock clk0 $non_clock_inputs
set_output_delay [expr $clk_period * $clk_io_pct] -clock clk0 [all_outputs]
```

## flow/design.v

```verilog
module moving_obstacles #(
    parameter GRID_WIDTH   = 16,   
    parameter GRID_HEIGHT  = 12,   
    parameter TRAIN_ROW    = 4'd6,  
    parameter TRAIN_LENGTH = 4'd3,  
    parameter integer TRAIN_DIV = 25_000_000  
)(
    input        clk,
    input        rst,
    input  [3:0] blocked_x,
    input  [3:0] blocked_y,
    output reg   is_moving_obstacle,       
    output [3:0] train_head_x_out         
);
    reg [3:0] train_head_x;
    reg [31:0] train_counter;
    assign train_head_x_out = train_head_x;
    always @(posedge clk or negedge rst) begin
        if (rst == 1'b0) begin
            train_counter <= 32'd0;
            train_head_x  <= 4'd0;  
        end
        else begin
            if (train_counter == TRAIN_DIV - 1) begin
                train_counter <= 32'd0;
                if (train_head_x >= (GRID_WIDTH[3:0] - TRAIN_LENGTH[3:0]))
                    train_head_x <= 4'd0;
                else
                    train_head_x <= train_head_x + 4'd1;
            end
            else begin
                train_counter <= train_counter + 32'd1;
            end
        end
    end
    always @(*) begin
        is_moving_obstacle = 1'b0;
        if (blocked_y == TRAIN_ROW) begin
            if (blocked_x >= train_head_x &&
                blocked_x <  (train_head_x + TRAIN_LENGTH))
                is_moving_obstacle = 1'b1;
        end
    end
endmodule
```

## flow/run.sh

```bash
#!/bin/bash
# OpenROAD 26Q1-2900-gdf79404cd8, Yosys 0.63+post, stock flow scripts
make -C /OpenROAD-flow-scripts/flow DESIGN_CONFIG=/design/flow/config.mk WORK_HOME=/design/flow/orfs finish
```

==> ci_impl_report.md <==
## PnR job results

| Metric | Value |
|---|---|
| Status | `complete, no violations` |
| Kind of critical path | `in -> out` |
| RSZ-0062 raised after global routing | `false` |
| Synth Cell Area | `0.00212 mm^2` |
| Worst R2R Path Depth | `5` |
| Pre-antenna DRT Iters | `4` |
| H-tree levels | `2` |
| OpenROAD warnings | `28` |
| Area reported by Yosys stat | `0.00212 mm^2` |
| Cell Count, Final, Fillers Out | `369` |
| Max VDD drop | `0.126 mV` |
| Slew headroom | `0.394` |
| Pwr Density | `168 mW/mm^2` |
| Cells in synth_stat.txt | `217` |
| Syn Inst Count | `217` |
| Met1 Use GR | `0.0912` |
| Count of cell types in the netlist | `43` |
| Hold path cells | `1` |
| Final HPWL DP | `3140 um` |
| DR iter-0 viols | `79` |
| R2R Setup Slk | `4.18 ns` |
| DRC | `0` |
| Share of cells above drive strength 1 | `0.0678` |
| CTS Buffer Depth | `2` |
| Insertion Delay late pin | `0.29 ns` |
| Total power | `0.423 mW` |
| Die height | `119 um` |
| Yosys warns | `1` |
| IO Port Bufs | `14` |
| Period utilization | `0.678` |
| Reg2reg start | `train_counter[9]` |
| Core area | `0.00964 mm^2` |
| Antenna violations before repair | `0` |
| Reg power frac | `0.521` |
| Flip-flops with a built-in enable | `0` |
| Detailed Route WL | `4310 um` |
| Largest net degree at the start of global routing | `37` |
| Fin crit period | `4.47 ns` |
| Antenna Violating Nets Remaining | `0` |
| Reg area | `901 um^2` |
| Routed length per instance | `11.7 um` |
| RD Place Congestion | `0.833` |
| Post-synth top area cell | `dfrtp_1` |
| Critical path launch point type | `input port` |
| Final tally of hold violations | `0` |
| Highest Clock Rate | `224 MHz` |
| Worst clock skew | `0.00877 ns` |
| Max_cap viols | `0` |
| Dpl cells | `361` |
| Ys flops | `36` |
| Final setup fails | `0` |
| # Post-CTS Setup Buffers | `0` |
| P&R area growth vs syn | `18.9%` |
| Clk pwr share | `0.447` |
| Worst-Margin Slew | `0.901 ns` |
| Int Power | `0.340 mW` |
| Switching share of power | `0.198` |
| Row cnt | `36` |
| Clk Tree Root Cell | `clkbuf_8` |
| RR Endpoint | `train_head_x[1]` |
| Pleak | `1.01 nW` |
| DIE WIDTH | `119 um` |
| Comb. cell area | `0.00115 mm^2` |
| Crit Path Max Fanout | `2` |
| TritonCTS clock tree | `yes` |
| Mean Syn Cell Area | `9.77 um^2` |
| WP data arrival | `3.15 ns` |
| Starting Density | `0.220` |
| Total gr overflow | `0` |
| Dominant register cell | `dfrtp_1` |
| Async SR Flop Fraction | `1.00` |
| CTS Hold Bufs | `0` |
| Area share, top type | `0.425` |
| Max-slew violation count | `0` |
| Hold Startpoint | `train_counter[0]` |
| Core Util, Final | `0.262` |
| Setup_tns | `0 ns` |
| Hold Crit Class | `reg -> reg` |
| Crit. End Element | `output port` |
| CP Data Required Time | `5.28 ns` |
| Worst Hold End | `train_counter[0]` |
| Inserted Clock Buffers | `5` |
| # diodes | `0` |
| Synth area leaders | `dfrtp_1, xnor2_1, ha_1` |
| Chip area | `0.0142 mm^2` |
| Gr busiest metal | `met2` |
| Met2 Usage GRT | `0.0961` |
| Global-route wire length before repair | `7630 um` |
| Logic pwr share | `0.033` |
| Seq share, synth | `0.425` |
| Post-CTS resize count | `0` |
| Total global-route track usage | `0.0620` |
| Vias in the first global route | `1,566` |
| Clk slew on worst S/H paths | `0.07 ns` |
| Clk sink count | `36` |
| Total I/O pin count | `15` |
| Fillcell total | `1,046` |
| Vias | `1,640` |
| Grt met3 use | `0.0120` |
| Via density | `4.44` |
| Sw power | `0.0838 mW` |
worst max-delay path, stage by stage:
cell             delay, ns
clkdlybuf4s50_1       0.45
inv_1                 0.05
ha_1                  0.27
a21boi_0              0.18
o21a_1                0.14
o21a_1                0.11
o2111a_1              0.16
clkdlybuf4s50_1       0.45
flip-flops by register name (all words and copies together), names as in the netlist:
name           flops
train_counter     32
train_head_x       4
Yosys cell counts (all sizes together), types with 7 or more instances:
library cell  instances
nand2                 9
nand3                17
inv                  12
nor2                 13
nand4                11
dfrtp                36
ha                   12
or4                   7
nor3                  8
nor4                  8
xnor2                18
placed cells by master, fill, tap and decap left out, types with 2 or more instances in the layout:
master           Yosys  final
nand3_1             17     17
buf_4                1      2
ha_1                12     12
a21oi_1              5      5
o31ai_1              3      3
clkbuf_8             0      5
a31oi_1              4      4
nor2_1              13     13
clkdlybuf4s50_1      0     13
nor4_1               7      7
nand4_1             11     11
nor3_1               7      7
nand2_1              9      9
o21a_1               3      3
nor2b_1              2      2
o21ai_0              5      5
xnor2_1             18     18
nor4b_1              5      5
inv_1               12     12
xor2_1               6      6
and4_1               4      4
dfrtp_1             36     36
or4_1                7      7
and3_1               5      5
or3_1                3      3
layout make-up:
| cell class | count | share of cell area |
|---|---|---|
| Clock inverter | 2 | 0.0139 |
| Inverter | 12 | 0.0179 |
| Clock buffer | 6 | 0.0288 |
| Timing Repair Buffer | 16 | 0.0596 |
| Sequential cell | 36 | 0.357 |
| Tap cell | 133 | 0.0660 |
| Multi-Input combinational cell | 164 | 0.457 |
power by group through the flow:
stage	combinational [mW]	clock (mW)	sequential (mW)
after CTS	0.0145	0.195	0.220
final	0.0138	0.189	0.220
after global routing	0.0160	0.203	0.220
worst max-delay path by stage:
stage                 from                 end  cells past startpoint
CTS           blocked_x[0]  is_moving_obstacle                      8
global route  blocked_x[0]  is_moving_obstacle                      8
finish        blocked_x[0]  is_moving_obstacle                      8
layer usage:
layer / vias up / wire (um)
met1: 770 / 2190
met3: 4 / 133
met2: 20 / 1950
met4: 0 / 38
met5: - / 0
li1: 846 / -
kinds of logic after synthesis:
group	Yosys count	synth area share
buf+inv	17	0.0324
mux	2	0.0100
flops	36	0.425
fa+ha+maj	12	0.0708
xor+xnor	24	0.0991
compound gates	30	0.0985
simple gates	96	0.264
through the flow:
stage | instance area (um^2) | hold WS [ns] | setup slack (ns)
2_1_floorplan | 2120 | 0.452 | 3.08
3_5_place_dp | 2410 | 0.484 | 2.11
4_1_cts | 2520 | 0.495 | 2.10
5_1_grt | 2520 | 0.519 | 2.00
6_report | 2520 | 0.491 | 2.13
3_3_place_gp | 2410 | 0.472 | 2.15
Power and IR drop assume default switching activity.
