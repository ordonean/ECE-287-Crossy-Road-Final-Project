File: ./design.v
module deb (input clk,
            input rst_n,
            input in,
            output out);
    reg out_next, out_reg;
    reg [1:0] ff_next, ff_reg;
    reg [7:0] cnt_next, cnt_reg;
    assign out        = out_reg;
    assign in_changed = ff_reg[0] ^ ff_reg[1];
    assign in_stable  = (cnt_reg == 3'b111) ? 1'b1 : 1'b0;
    always @(posedge clk, negedge rst_n)
        if (!rst_n) begin
            out_reg <= 1'b0;
            ff_reg  <= 2'b00;
            cnt_reg <= 8'h00;
        end
        else begin
            out_reg <= out_next;
            ff_reg  <= ff_next;
            cnt_reg <= cnt_next;
        end
        always @(*) begin
            ff_next[0] = in;
            ff_next[1] = ff_reg[0];
            cnt_next   = in_changed ? 0 : (cnt_reg + 1'b1);
            out_next   = in_stable ? ff_reg[1] : out_reg;
        end
endmodule
module ps2 (input PS2_KBCLK,
            input PS2_KBDAT,
            input rst_n,
            input computerClk,
            output [15:0]hexo);
    wire PS2_KBCLK_DEB;
    assign hexo = display_bin_code_reg;
    reg parity_reg, parity_next;
    reg [1:0] state_reg, state_next;
    reg [3:0] n_reg, n_next;
    reg [8:0] data_reg, data_next;
    reg [15:0] bin_code_reg, bin_code_next;
    reg [15:0] display_bin_code_reg, display_bin_code_next;
    reg  counter_reg, counter_next;
    deb deb0(computerClk, rst_n, PS2_KBCLK, PS2_KBCLK_DEB);
    localparam waitingForStart = 0;
    localparam sendingData     = 1;
    localparam endProcessing   = 2;
    localparam START           = 0;
    localparam STOP            = 1;
    always @(posedge computerClk, negedge rst_n) begin
        if (!rst_n) begin
            state_reg             <= 2'd0;
            n_reg                 <= 4'd0;
            data_reg              <= 9'd0;
            parity_reg            <= 1'd0;
            bin_code_reg          <= 16'd0;
            counter_reg           <= 1'd0;
            display_bin_code_reg <= 16'd0;
        end
        else begin
            state_reg            <= state_next;
            n_reg                <= n_next;
            data_reg             <= data_next;
            parity_reg           <= parity_next;
            bin_code_reg         <= bin_code_next;
            counter_reg          <= counter_next;
            display_bin_code_reg <= display_bin_code_next;
        end
    end
    always @(negedge PS2_KBCLK_DEB) begin
        state_next            = state_reg;
        n_next                = n_reg;
        data_next             = data_reg;
        parity_next           = parity_reg;
        bin_code_next         = bin_code_reg;
        counter_next          = counter_reg;
        display_bin_code_next = display_bin_code_reg;
        case (state_reg)
            waitingForStart : begin
                if (PS2_KBDAT == START) begin
                    n_next     = 4'd9;
                    data_next  = 9'd0;
                    state_next = sendingData;
                    if(data_reg[7:0] != 8'he0 && data_reg[7:0] != 8'hf0) begin
                        bin_code_next = 16'd0;
                    end
                end
            end
            sendingData : begin
                    if (n_reg == 4'd9) begin
                        parity_next = PS2_KBDAT;
                    end
                    else begin
                        parity_next = parity_reg ^ PS2_KBDAT;
                    end
                    data_next = (data_reg >> 1'b1) | ({PS2_KBDAT,{8{1'b0}}});
                    if (n_reg == 4'd1) begin
                        state_next = endProcessing;
                    end
                    else begin
                        n_next = n_reg - 1'b1;
                    end
            end
            endProcessing : begin
                if ( PS2_KBDAT == STOP) begin
                    if (parity_reg) begin
                        bin_code_next = (bin_code_reg << 8) | data_reg[7:0];
                        if(counter_reg == 0 || data_reg[7:0] == 8'he0 || data_reg[7:0] == 8'hf0) begin
                            counter_next = 1;
                        end
                        else begin
                            display_bin_code_next = bin_code_next;
                            counter_next = 0;
                        end
                    end
                    else begin
                        display_bin_code_next = 16'hFFFF;
                    end
                    state_next = waitingForStart;
                end
            end
            default: begin
            end
        endcase
    end
endmodule
File: ./run.sh
#!/bin/bash
# OpenROAD 26Q1-2900-gdf79404cd8, Yosys 0.63+post, stock flow scripts
make -C /OpenROAD-flow-scripts/flow DESIGN_CONFIG=/design/flow/config.mk WORK_HOME=/design/flow/orfs finish
File: ./config.mk
export PLATFORM = sky130hd
export DESIGN_NAME = ps2
export DESIGN_NICKNAME = ps2
export VERILOG_FILES = /design/flow/design.v
export SDC_FILE = /design/flow/constraint.sdc
export NUM_CORES = 4
export LEC_CHECK = 1
export CORE_UTILIZATION = 40
File: ./constraint.sdc
current_design ps2

set clk_period 1.7
set clk_io_pct 0.2

create_clock -name clk0 -period $clk_period [get_ports {computerClk}]

set non_clock_inputs [all_inputs -no_clocks]
set_input_delay [expr $clk_period * $clk_io_pct] -clock clk0 $non_clock_inputs
set_output_delay [expr $clk_period * $clk_io_pct] -clock clk0 [all_outputs]
==> results.py <==
# Physical implementation metrics
metrics = {
    "sta": {
        "unclocked_pins": 41,
        "untimed_endpoints": 82,
        "setup_viol": 0,
        "fin_setup_tns_ns": 0,
        "hold_violations": 0,
        "grt_setup_unrepaired": "no",
        "slew_viol_final": 0,
        "period_minus_slack_ns": 1.55,
        "period_used_share": 0.910,
        "worst_slew_pin_slew_ns": 0.691,
        "slew_headroom": 0.539,
        "fin_skew_ns": 0.00366,
        "fmax_mhz": 646,
    },
    "floorplanning": {
        "fp.dieW_microns": 93.6,
        "coreArea_sq_um": 8180,
        "fp_util": 0.411,
        "fp.dieH_microns": 93.6,
        "ios": 20,
        "fp-row-count": 33,
        "chipArea_sq_um": 8760,
    },
    "cts": {
        "root_buffer": "clkbuf_8",
        "cts_buffers": 5,
        "clk_path_buf_depth": 2,
        "cts_setup_buffers": 0,
        "clkLatencyLatePin_ns": 0.31,
        "cts_max_level": 2,
        "holdBufCountCts": 0,
        "cts_tree": "built",
        "post_cts_resized": 0,
        "clk_pin_slew_ns": 0.10,
    },
    "setup_path": {
        "ff2ff_path_depth": 3,
        "worstPathArrival_ns": 1.75,
        "critPathRequiredTime_ns": 1.91,
        "critPathLaunch": "deb0.cnt_reg[4]",
        "rr_startpoint": "deb0.cnt_reg[4]",
        "max_stage_delay_ns": 0.51,
        "worstSetupPathType": "flip-flop to flip-flop",
        "worstPathMaxFanout": 4,
        "ff2ff_setup_slack_ns": 0.15,
        "rr_endpoint": "deb0.out_reg",
        "crit_slowest_cell": "or4_1",
        "crit_family": "simple AND/OR/NAND/NOR gates",
        "cp-end-kind": "flip-flop",
        "worstSetupStartpointType": "flip-flop",
        "cp.buffers_inverters": 0,
        "crit_chain": "or4_1, nor3_1, mux2_2",
    },
    "routing": {
        "diodes": 0,
        "ant_nets": 0,
        "drc": 0,
        "wl_per_cell_microns": 14.2,
        "via_per_inst": 5.13,
        "num_vias": 2103,
        "drtPass1Iterations": 4,
        "routed_wl_microns": 5830,
        "drt_iter0_markers": 85,
    },
    "global_routing": {
        "grt_max_degree": 53,
        "grt.total_usage": 0.149,
        "grt_pass1_wl_microns": 9950,
        "antenna_found_initial": 0,
        "grt_pass1_vias": 2010,
        "overflow": 0,
    },
    "pwr": {
        "ir_drop_uv": 575,
        "leakagePower_uw": 0.00154,
        "powerDensity_nw_per_um2": 950,
    },
    "logic_synthesis": {
        "synthArstFlopShare": 0.559,
        "synth_cells": 292,
        "edf_count": 0,
        "syn-cell-area_sq_um": 3360,
        "yosys_register_bits": 93,
        "seq_area_frac_synth": 0.632,
        "syn-mean-instance-area_sq_um": 11.5,
        "yosys_area_sq_um": 3360,
        "ys_cells": 292,
        "flop_cell": "dfrtp_1",
        "synth.distinct_cells": 42,
        "synth_warnings": 4,
    },
    "job": {
        "max_cap_viol_count": 0,
        "warning_count": 26,
    },
    "final_layout": {
        "utilization": 0.461,
        "areaGrowthSynthToFinish_pct": 12.3,
        "drive_gt1_frac": 0.0590,
    },
    "min_path": {
        "hold_class": "input pin to async pin",
    },
    "placement": {
        "gp_congestion": 0.788,
        "dp_hpwl_microns": 3700,
        "io_buffers": 19,
    },
    "status": {
        "outcome": "complete, no violations",
    },
}
[synth_stat cells, drive strengths merged, types with 3 or more instances]
library cell  number  area [sq um]
a21oi             16          83.8
clkbuf             7          27.5
buf               11          78.8
a211oi             6          45.0
a22o              10          88.8
nor2              22          82.6
inv               22          82.6
o21ai             11          55.1
nand2b             4          25.0
ha                 3          37.5
and4b              5          50.1
xor2               3          26.3
nand3              3          15.0
a2111oi            7          61.3
a311oi            16           140
nand3b             8          60.1
dfrtp             52          1300
or3                4          25.0
nor3               3          26.3
nand2             21          78.8
dfxtp             41           821
[stage by stage]
stage | hold slack [ns] | setup slack (ns) | total power [uW] | std cells | instance area [sq um]
3_5_place_dp | 0.360 | 0.162 | 2450 | 402 | 3610
6_report | 0.00831 | 0.153 | 3580 | 410 | 3770
4_1_cts | 0.0177 | 0.145 | 3620 | 410 | 3770
5_1_grt | 0.0287 | 0.0792 | 3770 | 410 | 3770
2_1_floorplan | 0.0444 | 0.212 | 2220 | 292 | 3360
3_3_place_gp | 0.355 | 0.168 | 2440 | 402 | 3610
[layout make-up]
type,instances,area [sq um]
fill,717,4410
sequential,93,2120
multi-input combinational,159,1050
timing repair buffer,23,228
tap,105,131
clock inverter,3,90.1
inverter,22,82.6
clock buffer,5,68.8
[how the worst max path moves through the flow]
stage              end  cells past startpoint
6_report  deb0.out_reg                      3
5_1_grt   deb0.out_reg                      3
4_1_cts   deb0.out_reg                      3
[report_power, final]
part,internal [uW],switching [uW]
sequential,1720,153
combinational,235,311
clock,736,423
[layout by cell type (no fill, tap or decap), types with 5 or more instances in the layout]
| master | n |
|---|---|
| a2111oi_0 | 7 |
| a211oi_1 | 6 |
| a21oi_1 | 15 |
| a22o_1 | 9 |
| a311oi_1 | 16 |
| and4b_1 | 5 |
| clkbuf_8 | 5 |
| clkdlybuf4s50_1 | 18 |
| dfrtp_1 | 52 |
| dfxtp_1 | 41 |
| inv_1 | 22 |
| nand2_1 | 21 |
| nand3b_1 | 8 |
| nor2_1 | 22 |
| o21ai_0 | 11 |
[cells by family after synthesis]
family | synth area share
flip-flops | 0.632
AND/OR/NAND/NOR | 0.123
AND-OR/OR-AND | 0.154
buffers and inverters | 0.0563
XOR/XNOR | 0.0104
multiplexers | 0.0127
adder cells (fa/ha/maj) | 0.0112
[layer usage]
layer | track usage | share of wire | up-vias
met5 | 0 | 0 | -
li1 | - | - | 1056
met2 | 0.227 | 0.45 | 24
met3 | 0.0248 | 0.026 | 4
met1 | 0.242 | 0.51 | 1019
met4 | 0.0167 | 0.0091 | 0
No activity file was given, so power comes from the tool's default toggle rates.
